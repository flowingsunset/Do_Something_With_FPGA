File: ./config.mk
export PLATFORM = sky130hd
export DESIGN_NAME = DS1302
export DESIGN_NICKNAME = DS1302
export VERILOG_FILES = /design/flow/design.v
export SDC_FILE = /design/flow/constraint.sdc
export NUM_CORES = 4
export LEC_CHECK = 1
export CORE_UTILIZATION = 50
File: ./constraint.sdc
current_design DS1302

set clk_period 3.6
set clk_io_pct 0.2

create_clock -name clk0 -period $clk_period [get_ports {clk}]

set non_clock_inputs [all_inputs -no_clocks]
set_input_delay [expr $clk_period * $clk_io_pct] -clock clk0 $non_clock_inputs
set_output_delay [expr $clk_period * $clk_io_pct] -clock clk0 [all_outputs]
File: ./design.v
`timescale 1ns / 1ps
module DS1302(
    input wire clk,
    input wire reset_p,
    input wire [7:0] i_addr,
    input wire [7:0] i_data,
    input wire i_valid,
    output wire o_busy,
    output reg [7:0] r_receive,
    inout wire o_io,
    output wire o_sclk,
    output wire o_ce
);
localparam S_IDLE = 0;
localparam S_CE_ON = 1;
localparam S_ADDR0 = 2;
localparam S_ADDR1 = 3;
localparam S_ADDR2 = 4;
localparam S_ADDR3 = 5;
localparam S_ADDR4 = 6;
localparam S_ADDR5 = 7;
localparam S_ADDR6 = 8;
localparam S_ADDR7 = 9;
localparam S_WRITE0 = 10;
localparam S_WRITE1 = 11;
localparam S_WRITE2 = 12;
localparam S_WRITE3 = 13;
localparam S_WRITE4 = 14;
localparam S_WRITE5 = 15;
localparam S_WRITE6 = 16;
localparam S_WRITE7 = 17;
localparam S_READ0 = 18;
localparam S_READ1 = 19;
localparam S_READ2 = 20;
localparam S_READ3 = 21;
localparam S_READ4 = 22;
localparam S_READ5 = 23;
localparam S_READ6 = 24;
localparam S_READ7 = 25;
localparam S_CE_OFF = 26;
reg [6:0]r_state, r_next_state;
reg [7:0] r_addr;
reg [7:0] r_data;
reg r_sda, r_scl;
reg [1:0] r_cnt_i2c;
reg r_RW;
reg r_CE;
assign o_io = (r_state == S_READ0) || (r_state == S_READ1) || (r_state == S_READ2) || (r_state == S_READ3) || 
               (r_state == S_READ4) || (r_state == S_READ5) || (r_state == S_READ6) || (r_state == S_READ7) ? 'hz : r_sda;
assign o_sclk = r_scl;
assign o_busy = (r_state == S_IDLE) || (r_state == S_CE_OFF) ? 0 : 1;
assign o_ce = r_CE;
always @(negedge clk, posedge reset_p ) begin
    if(reset_p) r_state <= 0;
    else r_state <= r_next_state;
end
always @(posedge clk, posedge reset_p) begin
    if (reset_p) begin
        r_next_state <= S_IDLE;
        r_addr <= 0;
        r_data <= 0;
        r_scl <= 0;
        r_sda <= 0;
        r_cnt_i2c <= 0;
        r_receive <= 0;
        r_CE <= 0;
    end else begin
        case (r_state)
            S_IDLE: begin
                if (i_valid) begin
                    r_next_state <= S_CE_ON;
                    r_addr <= i_addr;
                    r_data <= i_data;
                end
                else begin
                    r_next_state <= S_IDLE;
                    r_addr <= 0;
                    r_data <= 0;
                    r_scl <= 0;
                    r_sda <= 0;
                    r_cnt_i2c <= 0;
                end
            end
            S_CE_ON: begin
                r_cnt_i2c <= r_cnt_i2c + 1;
                if (r_cnt_i2c >=3)r_next_state <= S_ADDR0;
                else r_next_state <= S_CE_ON;
                r_CE <= 1;
            end
            S_ADDR0: begin
                r_cnt_i2c <= r_cnt_i2c + 1;
                if (r_cnt_i2c >=3)r_next_state <= S_ADDR1;
                else r_next_state <= S_ADDR0;
                case (r_cnt_i2c)
                    0: begin
                        r_scl <= 0;
                        r_sda <= r_addr[0];
                    end
                    1: begin
                        r_scl <= 0;
                        r_sda <= r_addr[0];
                    end
                    2: begin
                        r_scl <= 1;
                        r_sda <= r_addr[0];
                    end
                    3: begin
                        r_scl <= 0;
                        r_sda <= r_addr[0];
                    end
                endcase
            end
            S_ADDR1: begin
                r_cnt_i2c <= r_cnt_i2c + 1;
                if (r_cnt_i2c >=3)r_next_state <= S_ADDR2;
                else r_next_state <= S_ADDR1;
                case (r_cnt_i2c)
                    0: begin
                        r_scl <= 0;
                        r_sda <= r_addr[1];
                    end
                    1: begin
                        r_scl <= 0;
                        r_sda <= r_addr[1];
                    end
                    2: begin
                        r_scl <= 1;
                        r_sda <= r_addr[1];
                    end
                    3: begin
                        r_scl <= 0;
                        r_sda <= r_addr[1];
                    end
                endcase
            end
            S_ADDR2: begin
                r_cnt_i2c <= r_cnt_i2c + 1;
                if (r_cnt_i2c >=3)r_next_state <= S_ADDR3;
                else r_next_state <= S_ADDR2;
                case (r_cnt_i2c)
                    0: begin
                        r_scl <= 0;
                        r_sda <= r_addr[2];
                    end
                    1: begin
                        r_scl <= 0;
                        r_sda <= r_addr[2];
                    end
                    2: begin
                        r_scl <= 1;
                        r_sda <= r_addr[2];
                    end
                    3: begin
                        r_scl <= 0;
                        r_sda <= r_addr[2];
                    end
                endcase
            end
            S_ADDR3: begin
                r_cnt_i2c <= r_cnt_i2c + 1;
                if (r_cnt_i2c >=3)r_next_state <= S_ADDR4;
                else r_next_state <= S_ADDR3;
                case (r_cnt_i2c)
                    0: begin
                        r_scl <= 0;
                        r_sda <= r_addr[3];
                    end
                    1: begin
                        r_scl <= 0;
                        r_sda <= r_addr[3];
                    end
                    2: begin
                        r_scl <= 1;
                        r_sda <= r_addr[3];
                    end
                    3: begin
                        r_scl <= 0;
                        r_sda <= r_addr[3];
                    end
                endcase
            end
            S_ADDR4: begin
                r_cnt_i2c <= r_cnt_i2c + 1;
                if (r_cnt_i2c >=3)r_next_state <= S_ADDR5;
                else r_next_state <= S_ADDR4;
                case (r_cnt_i2c)
                    0: begin
                        r_scl <= 0;
                        r_sda <= r_addr[4];
                    end
                    1: begin
                        r_scl <= 0;
                        r_sda <= r_addr[4];
                    end
                    2: begin
                        r_scl <= 1;
                        r_sda <= r_addr[4];
                    end
                    3: begin
                        r_scl <= 0;
                        r_sda <= r_addr[4];
                    end
                endcase
            end
            S_ADDR5: begin
                r_cnt_i2c <= r_cnt_i2c + 1;
                if (r_cnt_i2c >=3)r_next_state <= S_ADDR6;
                else r_next_state <= S_ADDR5;
                case (r_cnt_i2c)
                    0: begin
                        r_scl <= 0;
                        r_sda <= r_addr[5];
                    end
                    1: begin
                        r_scl <= 0;
                        r_sda <= r_addr[5];
                    end
                    2: begin
                        r_scl <= 1;
                        r_sda <= r_addr[5];
                    end
                    3: begin
                        r_scl <= 0;
                        r_sda <= r_addr[5];
                    end
                endcase
            end
            S_ADDR6: begin
                r_cnt_i2c <= r_cnt_i2c + 1;
                if (r_cnt_i2c >=3)r_next_state <= S_ADDR7;
                else r_next_state <= S_ADDR6;
                case (r_cnt_i2c)
                    0: begin
                        r_scl <= 0;
                        r_sda <= r_addr[6];
                    end
                    1: begin
                        r_scl <= 0;
                        r_sda <= r_addr[6];
                    end
                    2: begin
                        r_scl <= 1;
                        r_sda <= r_addr[6];
                    end
                    3: begin
                        r_scl <= 0;
                        r_sda <= r_addr[6];
                    end
                endcase
            end
            S_ADDR7: begin
                r_cnt_i2c <= r_cnt_i2c + 1;
                if (r_cnt_i2c >=3) begin
                    if(r_addr[0] == 0) r_next_state <= S_WRITE0;
                    else if(r_addr[0] == 1) r_next_state <= S_READ0;
                end
                else r_next_state <= S_ADDR7;
                case (r_cnt_i2c)
                    0: begin
                        r_scl <= 0;
                        r_sda <= r_addr[7];
                    end
                    1: begin
                        r_scl <= 0;
                        r_sda <= r_addr[7];
                    end
                    2: begin
                        r_scl <= 1;
                        r_sda <= r_addr[7];
                    end
                    3: begin
                        r_scl <= 0;
                        r_sda <= r_addr[7];
                    end
                endcase
            end
            S_WRITE0: begin
                r_cnt_i2c <= r_cnt_i2c + 1;
                if (r_cnt_i2c >=3)r_next_state <= S_WRITE1;
                else r_next_state <= S_WRITE0;
                case (r_cnt_i2c)
                    0: begin
                        r_scl <= 0;
                        r_sda <= r_data[0];
                    end
                    1: begin
                        r_scl <= 0;
                        r_sda <= r_data[0];
                    end
                    2: begin
                        r_scl <= 1;
                        r_sda <= r_data[0];
                    end
                    3: begin
                        r_scl <= 0;
                        r_sda <= r_data[0];
                    end
                endcase
            end
            S_WRITE1: begin
                r_cnt_i2c <= r_cnt_i2c + 1;
                if (r_cnt_i2c >=3)r_next_state <= S_WRITE2;
                else r_next_state <= S_WRITE1;
                case (r_cnt_i2c)
                    0: begin
                        r_scl <= 0;
                        r_sda <= r_data[1];
                    end
                    1: begin
                        r_scl <= 0;
                        r_sda <= r_data[1];
                    end
                    2: begin
                        r_scl <= 1;
                        r_sda <= r_data[1];
                    end
                    3: begin
                        r_scl <= 0;
                        r_sda <= r_data[1];
                    end
                endcase
            end
            S_WRITE2: begin
                r_cnt_i2c <= r_cnt_i2c + 1;
                if (r_cnt_i2c >=3)r_next_state <= S_WRITE3;
                else r_next_state <= S_WRITE2;
                case (r_cnt_i2c)
                    0: begin
                        r_scl <= 0;
                        r_sda <= r_data[2];
                    end
                    1: begin
                        r_scl <= 0;
                        r_sda <= r_data[2];
                    end
                    2: begin
                        r_scl <= 1;
                        r_sda <= r_data[2];
                    end
                    3: begin
                        r_scl <= 0;
                        r_sda <= r_data[2];
                    end
                endcase
            end
            S_WRITE3: begin
                r_cnt_i2c <= r_cnt_i2c + 1;
                if (r_cnt_i2c >=3)r_next_state <= S_WRITE4;
                else r_next_state <= S_WRITE3;
                case (r_cnt_i2c)
                    0: begin
                        r_scl <= 0;
                        r_sda <= r_data[3];
                    end
                    1: begin
                        r_scl <= 0;
                        r_sda <= r_data[3];
                    end
                    2: begin
                        r_scl <= 1;
                        r_sda <= r_data[3];
                    end
                    3: begin
                        r_scl <= 0;
                        r_sda <= r_data[3];
                    end
                endcase
            end
            S_WRITE4: begin
                r_cnt_i2c <= r_cnt_i2c + 1;
                if (r_cnt_i2c >=3)r_next_state <= S_WRITE5;
                else r_next_state <= S_WRITE4;
                case (r_cnt_i2c)
                    0: begin
                        r_scl <= 0;
                        r_sda <= r_data[4];
                    end
                    1: begin
                        r_scl <= 0;
                        r_sda <= r_data[4];
                    end
                    2: begin
                        r_scl <= 1;
                        r_sda <= r_data[4];
                    end
                    3: begin
                        r_scl <= 0;
                        r_sda <= r_data[4];
                    end
                endcase
            end
            S_WRITE5: begin
                r_cnt_i2c <= r_cnt_i2c + 1;
                if (r_cnt_i2c >=3)r_next_state <= S_WRITE6;
                else r_next_state <= S_WRITE5;
                case (r_cnt_i2c)
                    0: begin
                        r_scl <= 0;
                        r_sda <= r_data[5];
                    end
                    1: begin
                        r_scl <= 0;
                        r_sda <= r_data[5];
                    end
                    2: begin
                        r_scl <= 1;
                        r_sda <= r_data[5];
                    end
                    3: begin
                        r_scl <= 0;
                        r_sda <= r_data[5];
                    end
                endcase
            end
            S_WRITE6: begin
                r_cnt_i2c <= r_cnt_i2c + 1;
                if (r_cnt_i2c >=3)r_next_state <= S_WRITE7;
                else r_next_state <= S_WRITE6;
                case (r_cnt_i2c)
                    0: begin
                        r_scl <= 0;
                        r_sda <= r_data[6];
                    end
                    1: begin
                        r_scl <= 0;
                        r_sda <= r_data[6];
                    end
                    2: begin
                        r_scl <= 1;
                        r_sda <= r_data[6];
                    end
                    3: begin
                        r_scl <= 0;
                        r_sda <= r_data[6];
                    end
                endcase
            end
            S_WRITE7: begin
                r_cnt_i2c <= r_cnt_i2c + 1;
                if (r_cnt_i2c >=3)r_next_state <= S_IDLE;
                else r_next_state <= S_WRITE7;
                case (r_cnt_i2c)
                    0: begin
                        r_scl <= 0;
                        r_sda <= r_data[7];
                    end
                    1: begin
                        r_scl <= 0;
                        r_sda <= r_data[7];
                    end
                    2: begin
                        r_scl <= 1;
                        r_sda <= r_data[7];
                    end
                    3: begin
                        r_scl <= 0;
                        r_sda <= r_data[7];
                    end
                endcase
            end
            S_READ0: begin
                r_cnt_i2c <= r_cnt_i2c + 1;
                if (r_cnt_i2c >=3)r_next_state <= S_READ1;
                else r_next_state <= S_READ0;
                case (r_cnt_i2c)
                    0: begin
                        r_scl <= 0;
                        r_sda <= 0;
                    end
                    1: begin
                        r_scl <= 0;
                        r_receive[0] <= o_io;
                    end
                    2: begin
                        r_scl <= 1;
                        r_sda <= 0;
                    end
                    3: begin
                        r_scl <= 0;
                        r_sda <= 0;
                    end
                endcase
            end
            S_READ1: begin
                r_cnt_i2c <= r_cnt_i2c + 1;
                if (r_cnt_i2c >=3)r_next_state <= S_READ2;
                else r_next_state <= S_READ1;
                case (r_cnt_i2c)
                    0: begin
                        r_scl <= 0;
                        r_sda <= 0;
                    end
                    1: begin
                        r_scl <= 0;
                        r_receive[1] <= o_io;
                    end
                    2: begin
                        r_scl <= 1;
                        r_sda <= 0;
                    end
                    3: begin
                        r_scl <= 0;
                        r_sda <= 0;
                    end
                endcase
            end
            S_READ2: begin
                r_cnt_i2c <= r_cnt_i2c + 1;
                if (r_cnt_i2c >=3)r_next_state <= S_READ3;
                else r_next_state <= S_READ2;
                case (r_cnt_i2c)
                    0: begin
                        r_scl <= 0;
                        r_sda <= 0;
                    end
                    1: begin
                        r_scl <= 0;
                        r_receive[2] <= o_io;
                    end
                    2: begin
                        r_scl <= 1;
                        r_sda <= 0;
                    end
                    3: begin
                        r_scl <= 0;
                        r_sda <= 0;
                    end
                endcase
            end
            S_READ3: begin
                r_cnt_i2c <= r_cnt_i2c + 1;
                if (r_cnt_i2c >=3)r_next_state <= S_READ4;
                else r_next_state <= S_READ3;
                case (r_cnt_i2c)
                    0: begin
                        r_scl <= 0;
                        r_sda <= 0;
                    end
                    1: begin
                        r_scl <= 0;
                        r_receive[3] <= o_io;
                    end
                    2: begin
                        r_scl <= 1;
                        r_sda <= 0;
                    end
                    3: begin
                        r_scl <= 0;
                        r_sda <= 0;
                    end
                endcase
            end
            S_READ4: begin
                r_cnt_i2c <= r_cnt_i2c + 1;
                if (r_cnt_i2c >=3)r_next_state <= S_READ5;
                else r_next_state <= S_READ4;
                case (r_cnt_i2c)
                    0: begin
                        r_scl <= 0;
                        r_sda <= 0;
                    end
                    1: begin
                        r_scl <= 0;
                        r_receive[4] <= o_io;
                    end
                    2: begin
                        r_scl <= 1;
                        r_sda <= 0;
                    end
                    3: begin
                        r_scl <= 0;
                        r_sda <= 0;
                    end
                endcase
            end
            S_READ5: begin
                r_cnt_i2c <= r_cnt_i2c + 1;
                if (r_cnt_i2c >=3)r_next_state <= S_READ6;
                else r_next_state <= S_READ5;
                case (r_cnt_i2c)
                    0: begin
                        r_scl <= 0;
                        r_sda <= 0;
                    end
                    1: begin
                        r_scl <= 0;
                        r_receive[5] <= o_io;
                    end
                    2: begin
                        r_scl <= 1;
                        r_sda <= 0;
                    end
                    3: begin
                        r_scl <= 0;
                        r_sda <= 0;
                    end
                endcase
            end
            S_READ6: begin
                r_cnt_i2c <= r_cnt_i2c + 1;
                if (r_cnt_i2c >=3)r_next_state <= S_READ7;
                else r_next_state <= S_READ6;
                case (r_cnt_i2c)
                    0: begin
                        r_scl <= 0;
                        r_sda <= 0;
                    end
                    1: begin
                        r_scl <= 0;
                        r_receive[6] <= o_io;
                    end
                    2: begin
                        r_scl <= 1;
                        r_sda <= 0;
                    end
                    3: begin
                        r_scl <= 0;
                        r_sda <= 0;
                    end
                endcase
            end
            S_READ7: begin
                r_cnt_i2c <= r_cnt_i2c + 1;
                if (r_cnt_i2c >=3)r_next_state <= S_CE_OFF;
                else r_next_state <= S_READ7;
                case (r_cnt_i2c)
                    0: begin
                        r_scl <= 0;
                        r_sda <= 0;
                    end
                    1: begin
                        r_scl <= 0;
                        r_receive[7] <= o_io;
                    end
                    2: begin
                        r_scl <= 0;
                        r_sda <= 0;
                    end
                    3: begin
                        r_scl <= 0;
                        r_sda <= 0;
                    end
                endcase
            end
            S_CE_OFF: begin
                r_cnt_i2c <= r_cnt_i2c + 1;
                if (r_cnt_i2c >=3)r_next_state <= S_IDLE;
                else r_next_state <= S_CE_OFF;
                r_CE <= 0;
            end
        endcase
    end
end
endmodule
File: ./run.sh
#!/bin/bash
# OpenROAD 26Q1-2900-gdf79404cd8, Yosys 0.63+post, stock flow scripts
make -C /OpenROAD-flow-scripts/flow DESIGN_CONFIG=/design/flow/config.mk WORK_HOME=/design/flow/orfs finish
==> qor.csv <==
metric,value,unit
status,stopped before the end,
yosys synthesis chip area,2080,sq um
Post-synth regs,39,
CTS-repair resized insts,6,
half-perimeter wire length after detailed placement,3240,um
total clock buffers created by CTS,5,
predominant post-synthesis flop cell,dfrtp_1,
tool error message,"[error] [KeplerFormal.cpp:679] Workflow failed: Iso has multiple drivers: .o_io0, o_io$_DFFE_PP0P_.Q0",
number of rows in the core area,23,
count of hold-fix buffers inserted at cts,0,
synthesized instance count,227,
Avg Inst Size Synth,9.18,sq um
cell total after placement,303,
yosys stat cell total,227,
count of input and output buffers,29,
initial core utilization,52.1,%
top-level port count,31,
post-synthesis sequential area ratio,46.8,%
final estimated routing congestion in global placement,0.854,
H-tree level count,2,
distinct cell type count of the synthesized netlist,48,
root cell of the clock tree,clkbuf_8,
die span in y,66.6,um
clock tree sinks,39,
post-synthesis async set-or-reset flop share,100,%
"EDFF count, synth",0,
area of the mapped netlist,2080,sq um
stage where the run ended,4_1_cts,
Max Root-Sink Buffers,2,
setup repair bufs after CTS,3,
number of synthesis warnings,2,
Die W,66.6,um
-- cells by family after synthesis --
family	Yosys count	synth area share (%)
and+or+nand+nor	101	23.9
DFF	39	46.8
AOI/OAI and AO/OA	46	15.0
buffers and inverters	25	5.71
muxes	13	6.79
adders and majority gates	3	1.80
-- cell usage after synthesis, types with 2 or more instances --
cell,instances,area [sq um]
dfrtn_1,5,125
nor4b_1,2,17.5
o21ai_0,10,50.1
inv_1,6,22.5
a211oi_1,2,15.0
clkbuf_1,7,26.3
mux2_2,8,90.1
buf_2,8,40.0
nor2b_1,3,18.8
ha_1,3,37.5
o32ai_1,2,17.5
mux2i_1,4,40.0
or3_1,3,18.8
dfrtp_1,34,851
nand2_1,45,169
nor2_1,10,37.5
nor3_1,2,10.0
nand3_1,18,90.1
nand4_1,3,18.8
o31ai_1,5,37.5
o2bb2ai_1,2,17.5
o211ai_1,2,15.0
a22oi_1,2,15.0
nand2b_1,5,31.3
a21oi_1,9,45.0
buf_4,2,15.0
o22ai_1,3,18.8
nand4b_1,2,17.5
-- stage by stage --
step                hold WS, ns  cell area [sq um]  utilization, %  worst slack [ns]  total power [W]
floorplan                 0.433               2110               -           0.00659          0.00135
global placement          0.451               2480            61.9            -0.252          0.00158
detailed placement        0.458               2480            61.9            -0.271          0.00160
Power figures rest on the tool's default switching activity, not on a simulated workload.
