`flow/constraint.sdc`:
```
current_design top

set clk_period 3.1
set clk_io_pct 0.2

create_clock -name clk0 -period $clk_period [get_ports {sysclk}]

set non_clock_inputs [all_inputs -no_clocks]
set_input_delay [expr $clk_period * $clk_io_pct] -clock clk0 $non_clock_inputs
set_output_delay [expr $clk_period * $clk_io_pct] -clock clk0 [all_outputs]
```
`flow/config.mk`:
```
export PLATFORM = sky130hd
export DESIGN_NAME = top
export DESIGN_NICKNAME = top
export VERILOG_FILES = /design/flow/design.v
export SDC_FILE = /design/flow/constraint.sdc
export NUM_CORES = 4
export LEC_CHECK = 1
export CORE_UTILIZATION = 40
```
`flow/run.sh`:
```
#!/bin/bash
# OpenROAD 26Q1-2900-gdf79404cd8, Yosys 0.63+post, stock flow scripts
make -C /OpenROAD-flow-scripts/flow DESIGN_CONFIG=/design/flow/config.mk WORK_HOME=/design/flow/orfs finish
```
`flow/design.v`:
```
module Control_LCD (
	input i_clk,
	input i_reset,
	input [3:0]i_data,
	input i_cs,
	input i_busy,
	output reg [7:0] o_data
);
parameter [8*16-1:0] P_HEX = {8'h46,8'h45,8'h44,8'h43,8'h42,8'h41, 8'h39,8'h38,8'h37,8'h36,8'h35,8'h34,8'h33,8'h32,8'h31,8'h30};
parameter P_CNT_1MS = 125_000;
reg [16:0] r_cnt;
reg [1:0] r_cs_edge;
wire w_edgeDetected;
always @(posedge i_clk ) begin
	if (i_reset) begin
		r_cnt <= 0;
		r_cs_edge <= 0;
	end
	else if (r_cnt == P_CNT_1MS) begin
		r_cnt <= 0;
		r_cs_edge <= {r_cs_edge[0], i_cs};
	end
	else begin
		r_cnt <= r_cnt + 1;
		r_cs_edge <= r_cs_edge;
	end
end
always @(posedge i_clk ) begin
	if (i_reset) begin
		o_data <= 0;
	end
	else if(w_edgeDetected)begin
		if (!i_busy) begin
			o_data <= P_HEX[8*i_data[3:0] +: 8];
		end
		else begin
			o_data <= 0;
		end
	end
	else begin
		o_data <= 0;
	end
end
assign w_edgeDetected = (r_cs_edge[0]&!r_cs_edge[1]) ? 1 : 0;
endmodule
module Keypad (
	input i_clk,
	input i_reset,
	input [3:0]i_col,
	output [3:0]o_row,
	output reg [3:0]o_r_data,
	output o_cs
);
parameter P_CNT_1MS = 125_004;
reg [16:0] r_cnt;
reg [3:0] r_row;
reg [4:0] r_detect_btn;
assign o_row = r_row;
always @(posedge i_clk ) begin
	if (i_reset) r_cnt <= 0;
	else if(r_cnt == P_CNT_1MS)	r_cnt <= 0;
	else r_cnt <= r_cnt+1;
end
always @(posedge i_clk ) begin
	if (i_reset) r_row <= 4'b1110;
	else if(r_cnt == P_CNT_1MS) r_row <= {r_row[2:0], r_row[3]};
	else r_row <= r_row;
end
always @(posedge i_clk) begin
	if(i_reset) begin
		r_detect_btn <= 0;
		r_detect_btn <= 0;
	end
	else if(r_cnt==P_CNT_1MS/2)begin
		if (i_col<4'hf) begin
			r_detect_btn <= {r_detect_btn[3:0], 1'b1};
			case (r_row)
				4'b0111: begin
					case (i_col)
						4'b0111:  o_r_data <= 4'h0;
						4'b1011:  o_r_data <= 4'h1;
						4'b1101:  o_r_data <= 4'h2;
						4'b1110:  o_r_data <= 4'h3;
						default: o_r_data <= o_r_data;
					endcase
				end 
				4'b1011: begin
					case (i_col)
						4'b0111:  o_r_data <= 4'h4;
						4'b1011:  o_r_data <= 4'h5;
						4'b1101:  o_r_data <= 4'h6;
						4'b1110:  o_r_data <= 4'h7;
						default: o_r_data <= o_r_data;
					endcase
				end 
				4'b1101: begin
					case (i_col)
						4'b0111:  o_r_data <= 4'h8;
						4'b1011:  o_r_data <= 4'h9;
						4'b1101:  o_r_data <= 4'ha;
						4'b1110:  o_r_data <= 4'hb;
						default: o_r_data <= o_r_data;
					endcase
				end 
				4'b1110: begin
					case (i_col)
						4'b0111:  o_r_data <= 4'hc;
						4'b1011:  o_r_data <= 4'hd;
						4'b1101:  o_r_data <= 4'he;
						4'b1110:  o_r_data <= 4'hf;
						default: o_r_data <= o_r_data;
					endcase
				end 
				default: o_r_data <= o_r_data;
			endcase
		end
		else begin
			r_detect_btn <= {r_detect_btn[3:0], 1'b0};
			o_r_data <= o_r_data;
		end
	end
	else begin
		o_r_data <= o_r_data;
		r_detect_btn <= r_detect_btn;
	end
end
assign o_cs = (r_detect_btn > 1) ? 1 : 0;
endmodule
module LCD_1602 (
	input i_clk,
	input i_reset,
	input i_busy,
	input [7:0] i_data,
	output reg o_r_cs,
	output reg [7:0] o_r_data,
	output reg o_r_RS,
	output o_busy
);
parameter S_IDLE = 0;
parameter S_8_BIT_MODE = 1;
parameter S_DISPALY_ON = 2;
parameter S_CLEAR = 3;
parameter S_ENTRY_MODE = 4;
parameter S_WRITE_INPUT = 5;
parameter I_IDLE = 8'b0000_0000;
parameter I_8_BIT_MODE	= 8'b0011_1000;
parameter I_DISPALY_ON = 8'b0000_1100;
parameter I_CLEAR = 8'b0000_0001;
parameter I_ENTRY_MODE = 8'b0000_0110;
parameter P_CNT4MS = 500_000;
reg[26:0] r_cnt;
reg	r_startCnt;
reg r_wait4ms;
reg [3:0] r_state;
reg [3:0] r_next;
always @(posedge i_clk ) begin
		r_state <= r_next;
end
always@* begin
	if(i_reset) r_next = S_IDLE;
	else begin
		case (r_state)
			S_IDLE: r_next = S_8_BIT_MODE;
			S_8_BIT_MODE : begin
				if(r_wait4ms) r_next = S_DISPALY_ON;
				else r_next = S_8_BIT_MODE;
			end
			S_DISPALY_ON : begin
				if(r_wait4ms) r_next = S_CLEAR;
				else r_next = S_DISPALY_ON;
			end
			S_CLEAR : begin 
				if(r_wait4ms) r_next = S_ENTRY_MODE;
				else r_next = S_CLEAR;
			end
			S_ENTRY_MODE : begin 
				if(r_wait4ms) r_next = S_WRITE_INPUT;
				else r_next = S_ENTRY_MODE;
			end
			S_WRITE_INPUT : r_next = S_WRITE_INPUT;
			default : r_next = S_IDLE;
		endcase
	end
end
always @* begin
	if(i_reset) begin
		o_r_cs = 0;
		o_r_RS = 0;
		o_r_data[7:0] = I_IDLE;
	end
	else begin
		o_r_cs = 0;
		o_r_RS = 0;
		o_r_data[7:0] = 0;
		case (r_state)
			S_IDLE: begin
				o_r_cs = 0;
				o_r_RS = 0;
				o_r_data[7:0] = I_IDLE;
			end
			S_8_BIT_MODE: begin
				if (!i_busy&!r_wait4ms&!r_startCnt) begin
					o_r_cs = 1;
					o_r_RS = 0;
					o_r_data[7:0] = I_8_BIT_MODE;
				end
			end
			S_DISPALY_ON: begin
				if (!i_busy&!r_wait4ms&!r_startCnt) begin
					o_r_cs = 1;
					o_r_RS = 0;
					o_r_data[7:0] = I_DISPALY_ON;
				end
			end
			S_CLEAR: begin
				if (!i_busy&!r_wait4ms&!r_startCnt) begin
					o_r_cs = 1;
					o_r_RS = 0;
					o_r_data[7:0] = I_CLEAR;
				end
			end
			S_ENTRY_MODE: begin
				if (!i_busy&!r_wait4ms&!r_startCnt) begin
					o_r_cs = 1;
					o_r_RS = 0;
					o_r_data[7:0] = I_ENTRY_MODE;
				end
			end
			S_WRITE_INPUT: begin
				if (!i_busy&!r_wait4ms&!r_startCnt&(i_data>0)) begin
					o_r_cs = 1;
					o_r_RS = 1;
					o_r_data[7:0] = i_data;
				end
			end
		endcase
	end
end
always @(posedge i_clk ) begin
	if (i_reset) begin
		r_cnt <= 0;
		r_wait4ms <= 0;
		r_startCnt<=0;
	end
	else begin
		case ({i_busy, r_wait4ms, r_startCnt})
			3'b100: begin
				r_cnt <= r_cnt;
				r_wait4ms <= r_wait4ms;
				r_startCnt <= 1;
			end
			3'b101: begin
				r_cnt <= r_cnt + 1;
				r_wait4ms <= r_wait4ms;
				r_startCnt <= r_startCnt;
			end
			3'b001: begin
				if(r_cnt>=P_CNT4MS) begin
					r_cnt <= r_cnt;
					r_startCnt <= 0;
					r_wait4ms <= 1;
				end
				else begin
					r_cnt <= r_cnt + 1;
					r_wait4ms <= r_wait4ms;
					r_startCnt <= r_startCnt;
				end
			end
			3'b010: begin
				r_cnt <= r_cnt;
				r_wait4ms <= 0;
				r_startCnt <= r_startCnt;
			end
			default: begin
				r_cnt <= 0;
				r_wait4ms <= 0;
				r_startCnt<=0;
			end
		endcase
	end
end
assign o_busy = (i_busy|r_wait4ms|r_startCnt) ? 1 : 0;
endmodule
module LCD_Transmitter (
	input i_clk,
	input i_reset,
	input i_cs,
	input i_RS,
	input [7:0] i_data,
	output o_busy,
	output reg o_r_RW,
	output reg o_r_RS,
	output reg o_r_E,
	output reg [7:0] o_r_data
);
parameter P_IDLE = 0;
parameter P_DATA_IN = 1;
parameter P_WAIT_DATA = 2;
parameter P_DATA_WRITE = 3;
parameter P_WAIT_WRITE = 4;
parameter P_CNT_1MS = 12_500;
reg [23:0] r_cnt;
reg [2:0] r_state;
reg r_waitData;
reg r_waitWrite;
reg [2:0] r_next;
always @(posedge i_clk ) begin
	if (i_reset) r_state <= P_IDLE;
	else begin
		r_state <= r_next;	
	end
end
always @* begin
	if(i_reset) r_next = P_IDLE;
	else begin
		case (r_state)
			P_IDLE: begin
				if(i_cs) r_next = P_DATA_IN;
				else r_next = P_IDLE;
			end
			P_DATA_IN : r_next = P_WAIT_DATA;
			P_WAIT_DATA : begin
				if(r_waitData) r_next = P_DATA_WRITE;
				else r_next = P_WAIT_DATA;
			end
			P_DATA_WRITE : r_next = P_WAIT_WRITE;
			P_WAIT_WRITE : begin
				if(r_waitWrite) r_next = P_IDLE;
				else r_next = P_WAIT_WRITE;
			end
			default: r_next = P_IDLE;
		endcase
	end
end
always @(posedge i_clk) begin
	if(i_reset) begin
		o_r_RW <= 0;
		o_r_RS <= 0;
		o_r_E <= 0;
		o_r_data <= 0;
	end
	else begin
		case (r_state)
			P_IDLE: begin
				if(i_cs) begin
					o_r_RW <= 0;
					o_r_RS <= i_RS;
					o_r_E <= 0;
					o_r_data <= i_data;
				end
				else begin
					o_r_RW <= 0;
					o_r_RS <= 0;
					o_r_E <= 0;
					o_r_data <= 0;
				end
			end
			P_DATA_IN:begin
				o_r_RW <= 0;
				o_r_RS <= o_r_RS;
				o_r_E <= 1;
				o_r_data <= o_r_data;
			end
			P_DATA_WRITE : begin
				o_r_RW <= 0;
				o_r_RS <= o_r_RS;
				o_r_E <= 0;
				o_r_data <= o_r_data;
			end	
			default: begin
				o_r_RW <= o_r_RW;
				o_r_RS <= o_r_RS;
				o_r_E <= o_r_E;
				o_r_data <= o_r_data;
			end	
		endcase
	end
end
always @(posedge i_clk ) begin
	if (i_reset) begin
		r_cnt <= 0;
		r_waitData <=0;
		r_waitWrite <= 0;
	end
	else begin
		case (r_state)
			P_IDLE:begin
				r_cnt <= 0;
				r_waitData <=0;
				r_waitWrite <= 0;
			end
			P_DATA_IN: begin
				r_cnt <= 0;
				r_waitData <=0;
				r_waitWrite <= 0;
			end
			P_WAIT_DATA:begin
				if(r_cnt>=P_CNT_1MS) begin
					r_cnt <= r_cnt;
					r_waitData <= 1;
					r_waitWrite <= 0;
				end
				else begin
					r_cnt <= r_cnt+1;
					r_waitData <= 0;
					r_waitWrite <= 0;
				end
			end
			P_DATA_WRITE: begin
				r_cnt <= 0;
				r_waitData <=0;
				r_waitWrite <= 0;
			end
			P_WAIT_WRITE : begin
				if (r_cnt>=P_CNT_1MS) begin
					r_cnt <= r_cnt;
					r_waitData <=0;
					r_waitWrite <= 1;
				end
				else begin
					r_cnt <= r_cnt+1;
					r_waitData <=0;
					r_waitWrite <= 0;
				end
			end
			default: begin
				r_cnt <= 0;
				r_waitData <=0;
				r_waitWrite <= 0;
			end
		endcase
	end
end
assign o_busy = (r_state != P_IDLE) ? 1 : 0;
endmodule
`timescale 1ns/1ps
module top (
	input sysclk,
	input reset,
	input [3:0] col,
	output [3:0] row,
	output RW,
	output RS,
	output E,
	output [7:0] data
	);
wire [3:0]w_data_keypad;
wire w_cs_keypad;
wire [7:0] w_data_ctrl;
wire w_busy_LCD;
wire w_busy_trans;
wire [7:0]w_data_LCD;
wire w_RS;
Keypad keypad(
	.i_clk(sysclk),
	.i_reset(reset),
	.i_col(col),
	.o_row(row),
	.o_r_data(w_data_keypad),
	.o_cs(w_cs_keypad)
);
Control_LCD ctrl(
	.i_clk(sysclk),
	.i_reset(reset),
	.i_data(w_data_keypad),
	.i_cs(w_cs_keypad),
	.i_busy(w_busy_LCD),
	.o_data(w_data_ctrl)
);
LCD_1602 LCD(
	.i_clk(sysclk),
	.i_reset(reset),
	.i_busy(w_busy_trans),
	.i_data(w_data_ctrl),
	.o_r_cs(w_cs_LCD),
	.o_r_data(w_data_LCD),
	.o_r_RS(w_RS),
	.o_busy(w_busy_LCD)
);
LCD_Transmitter trans(
	.i_clk(sysclk),
	.i_reset(reset),
	.i_cs(w_cs_LCD),
	.i_RS(w_RS),
	.i_data(w_data_LCD),
	.o_busy(w_busy_trans),
	.o_r_RW(RW),
	.o_r_RS(RS),
	.o_r_E(E),
	.o_r_data(data)
);
endmodule
```
==> qor.yml <==
grt_max_degree: 38
skew_ns: 0.00549
vias: 4527
fp_util_pct: 41.2
crit_chain: "or3_4 -> a22o_1 -> nor3_1 -> o21ai_1 -> or3_1 -> a21oi_1"
status: "complete, no violations"
core_mm2: 0.0140
totalWireLength_um: 11200
fin_tns_setup_ns: 0
yosysTopAreaCell: "dfxtp_1"
ff2ff_path_depth: 6
critPathBufInv: 0
yosys_area_mm2: 0.00576
worst_setup_path_start_kind: "flip-flop"
crit_arrival_ns: 2.71
syn_area_mm2: 0.00576
synth_seq_share_pct: 44.8
path_max_fanout: 12
clk_latency_ns: 0.41
yosysUniqueCellTypes: 63
top_cells_by_area: "dfxtp_1, nor2_1, xor2_1, xnor2_1, nand2_1"
cts.htree.levels: 4
cp_data_required_time_ns: 3.44
p_leak_nw: 2.41
die_h_um: 122
relSlewSlack_pct: 50.7
synthTopCellsByCount: "dfxtp_1, nor2_1, nand2_1"
cts_setup_buffers: 0
powerDensity_mw_per_mm2: 599
critPathKind: "reg -> reg"
io_pins: 21
max-cap-violations: 0
ys_sh_mux_pct: 1.91
adder_share_pct: 2.39
holdPathEnd: "LCD.r_state[3]"
hold_viol_final: 0
end_kind: "flip-flop"
dr.pass1.iters: 4
place_congestion: 0.815
path_clk_slew_ns: 0.05
io_buffers: 18
fillers: 1263
setup_slack_ns: 0.730
crit_family: "simple AND/OR/NAND/NOR gates"
ir_drop_mv: 0.542
ys.flops: 127
ys_sh_aoi_pct: 10.2
tightest_slew_ns: 0.737
synthSimpleGateAreaFrac_pct: 28.4
chip_area_mm2: 0.0149
slew_violations: 0
dp_slack_ns: 0.683
synth_stat.cells: 657
enable_flop_cells: 4
instances_no_fill: 868
rows: 43
grt_first_pass_wirelength_um: 19200
areaGrowthSynthToFinish_pct: 17.6
synthArstFlopShare_pct: 0
top_cell_area_share_pct: 42.7
cts_root_buffer: "clkbuf_16"
die_w_um: 122
dp.final_hpwl_um: 7360
wl_per_cell_um: 12.9
top_logic_kind: "simple AND/OR/NAND/NOR gates"
cts_hold_buf: 0
cts_tree: "yes"
top_cell: "dfxtp_1"
slowest_delay_ns: 0.51
crit_slowest_cell: "or3_4"
drc: 0
drtAntennaViolNets: 0
period_used_pct: 76.5
synth-main-ff-cell: "dfxtp_1"
setup_violations: 0
yosysWarnings: 5
max_freq_ghz: 0.422
min_path_type: "reg -> reg"
rsz0062_at_grt: "false"
finalPower_w: 0.00406
drtIter0Drc: 177
ff2ff_setup_slack_ns: 0.73
numCtsBuffers: 17
grt_pass1_vias: 4079
gr-total-overflow: 0
post_cts_resized: 0
cts.sinks: 127
whs_ns: 0.433
grtUsageTotal_pct: 16.2
viasPerCell: 5.22
clock_path_buffers: 2
warnings: 33
drive_gt1_share_pct: 8.14
holdPathStages: 2
xor_share_pct: 8.06
period_minus_slack_ns: 2.37
hp-start: "LCD.r_state[0]"
grt_antenna_before_repair: 0
rr_endpoint: "LCD.r_cnt[18]"
r2r-start: "trans.r_state[0]"
synth_cells: 657
place_inst: 836
antennaDiodeCount: 0
syn_area_per_cell_um2: 8.77
==> cell families (layout without fill, tap and decap cells) <==
| kind of cell | Yosys count | after routing |
|---|---|---|
| other | 1 | 2 |
| AND/OR/NAND/NOR | 308 | 308 |
| XOR/XNOR | 53 | 53 |
| multiplexers | 11 | 11 |
| buffers and inverters | 53 | 83 |
| flip-flops | 127 | 127 |
| adder cells (fa/ha/maj) | 11 | 11 |
| AND-OR/OR-AND | 93 | 93 |
==> registers in the layout, indices dropped and copies added, names as in the netlist <==
name                 count
trans.o_r_RS             1
LCD.r_cnt               27
ctrl.r_cnt              17
trans.o_r_E              1
LCD.r_wait4ms            1
LCD.r_state              6
keypad.r_detect_btn      5
keypad.r_cnt            17
trans.r_cnt             24
keypad.o_r_data          4
trans.r_waitData         1
trans.o_r_data           6
LCD.r_startCnt           1
ctrl.r_cs_edge           2
trans.r_state            3
trans.r_waitWrite        1
ctrl.o_data              6
keypad.r_row             4
==> metal layers <==
metal / GRT usage [%] / routed length [um] / vias up
met3: 3.63 / 423 / 8
met1: 26.1 / 5780 / 2099
met4: 2.01 / 113 / 0
met2: 23.3 / 4850 / 70
li1: - / - / 2350
met5: 0 / 0 / -
==> layout make-up <==
type	count	area (um^2)	area share, %
Clock buffer	18	439	6.48
Clock inverter	14	239	3.53
Inverter	23	86.3	1.27
Multi-Input combinational cell	478	2950	43.5
Sequential cell	127	2580	38.1
Tap cell	180	225	3.32
Timing Repair Buffer	28	255	3.77
==> cell usage in the layout, fill, tap and decap left out, types with 6 or more instances in the layout <==
cell | netlist | routed
dfxtp_1 | 123 | 123
nor2_1 | 96 | 96
nand2_1 | 43 | 43
xor2_1 | 30 | 30
a21oi_1 | 28 | 28
nand3_1 | 27 | 27
inv_1 | 23 | 23
xnor2_1 | 23 | 23
nor3_1 | 20 | 20
nand4_1 | 18 | 18
clkdlybuf4s50_1 | 0 | 18
o21ai_0 | 17 | 17
clkbuf_16 | 0 | 17
o211ai_1 | 14 | 14
or4_1 | 14 | 14
or3_1 | 14 | 14
and2_1 | 13 | 13
and3_1 | 12 | 12
mux2i_1 | 11 | 11
nor4_1 | 11 | 11
ha_1 | 11 | 11
buf_4 | 3 | 10
nor2b_1 | 6 | 6
o21ai_1 | 6 | 6
bufinv_16 | 0 | 6
==> how the worst max path moves through the flow <==
stage,start,to,slack [ns],cells after the start
after CTS,trans.r_state[0],LCD.r_cnt[18],0.73,6
after global routing,trans.r_state[0],LCD.r_cnt[18],0.55,6
final,trans.r_state[0],LCD.r_cnt[18],0.73,6
==> metrics by stage <==
| stage | instance area, um^2 | util [%] |
|---|---|---|
| after floorplan | 5770 | - |
| after global placement | 6100 | 43.6 |
| after detailed placement | 6100 | 43.6 |
| after CTS | 6770 | 48.4 |
| after global routing | 6770 | 48.4 |
| final | 6770 | 48.4 |
==> where the power goes <==
part	internal [W]	switching [W]	total, W
sequential	0.00165	0.0000203	0.00167
clock	0.00153	0.000730	0.00226
combinational	0.0000479	0.0000798	0.000128
total	0.00323	0.000830	0.00406
==> tightest hold or removal path, delay by kind of cell, from the launching register on <==
kind,cells,cell delay (ns)
flops,1,0.30
simple gates,1,0.06
compound gates,1,0.03
Power figures rest on the tool's default switching activity, not on a simulated workload.
